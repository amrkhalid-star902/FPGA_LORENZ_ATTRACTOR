`flow/config.mk`:
```
export PLATFORM = sky130hd
export DESIGN_NAME = Lorenz3D
export DESIGN_NICKNAME = Lorenz3D
export VERILOG_FILES = /design/flow/design.v
export SDC_FILE = /design/flow/constraint.sdc
export NUM_CORES = 4
export LEC_CHECK = 1
export CORE_UTILIZATION = 50
```
`flow/constraint.sdc`:
```
current_design Lorenz3D

set clk_period 9.6
set clk_io_pct 0.2

create_clock -name clk0 -period $clk_period [get_ports {clk}]

set non_clock_inputs [all_inputs -no_clocks]
set_input_delay [expr $clk_period * $clk_io_pct] -clock clk0 $non_clock_inputs
set_output_delay [expr $clk_period * $clk_io_pct] -clock clk0 [all_outputs]
```
`flow/design.v`:
```
`timescale 1ns / 1ps
module Lorenz(clk , x , y , z);
    wire signed [31:0] sigma = {7'b0001010 , 25'b0};  
    wire signed [31:0] beta = {7'b0000010 , 25'b1010101010101010101010101};  
    wire signed [31:0] rho = {7'b0011100 , 25'b0};  
    wire signed [31:0] dt = {7'b0 , 20'b00000001000000000000};
    parameter signed [31:0] xo = {7'b1000001 , 25'b0};  
    parameter signed [31:0] yo = {7'b0 , 25'b0001100110011001100110011};  
    parameter signed [31:0] zo = {7'b0011001 , 25'b0};  
    input wire clk;
    output reg signed [31:0] x = xo ;
    output reg signed [31:0] y = yo;
    output reg signed [31:0] z = zo;
    reg signed [26:0] dx;
    reg signed [26:0] dy;
    reg signed [26:0] dz;
    wire signed [31:0] m1 , m2 , m3 , m4 , m5 , m6 , m7 , m8 , m9;
    wire signed [31:0] xn , yn , zn;
    wire signed [31:0] scale = {7'b0000010 , 25'b0};
    signed_mult sm1 (.a(m1) , .b(sigma) , .out(m2));
    signed_mult sm2 (.a(m3) , .b(m4) , .out(m5));
    signed_mult sm3 (.a(m3) , .b(y) , .out(m6));
    signed_mult sm4 (.a(m7) , .b(beta) , .out(m8));
    assign m1 = (y - x) >>> 8;
    assign m3 = x >>> 8;
    assign m4 = rho - z;
    assign m7 = z >>> 8;
    assign m9 = (y >>> 8);
    always@(posedge clk)
    begin
        x = x + m2;
        y = y + m5 - m9;
        z = z + m6 - m8;
    end
    signed_mult sm5 (.a(x) , .b(scale) , .out(xn));
    signed_mult sm6 (.a(y) , .b(scale) , .out(yn));
    signed_mult sm7 (.a(z) , .b(scale) , .out(zn));
endmodule
`timescale 1ns / 1ps
module Lorenz3D(
    clk,
    pinX,
    pinY,
    pinZ,
    );
   input wire clk;
   output wire pinX;
   output wire pinY;
   output wire pinZ;
	 wire signed [31:0] x , y , z , xm , ym , zm;
	 wire signed [31:0] scale1 = {7'b0000011 , 25'b11100001000000000000};
	 wire signed [7:0] xs , ys , zs;
	reg [31:0] key; 
	 wire slowclock;
	 Slowclock clock ( .clk(clk), .slowclock(slowclock));
     Lorenz  L1(
     .clk(slowclock),
     .x(x),
     .y(y),
     .z(z)
    );
	second_DSM_DAC #(16 , 6) DSA11 (.clk(clk) , .din(x[31:16]) , .dout(pinX));
	second_DSM_DAC #(16 , 6) DSA12 (.clk(clk) , .din(y[31:16]) , .dout(pinY));
	second_DSM_DAC #(16 , 6) DSA13 (.clk(clk) , .din(z[31:16]) , .dout(pinZ));
	signed_mult sm1 (.a(x) , .b(scale1) , .out(xm));
	signed_mult sm2 (.a(y) , .b(scale1) , .out(ym));
	signed_mult sm3 (.a(z) , .b(scale1) , .out(zm));
endmodule
`timescale 1ns / 1ps
module Slowclock(
    input clk,
    output slowclock
    );
    reg [25:0] counter = 0;
    reg clockout = 0;
    always@(posedge clk)
    begin
        if( counter == 1)
        begin
            clockout <= !clockout;        
            counter <= 0;
        end
        else
            counter <= counter + 1;
    end
    assign slowclock = clockout;
endmodule
`timescale 1ns / 1ps
module second_DSM_DAC#(
    parameter dac_bw = 16,
    parameter osr    = 6
)
(
    input clk,
    input wire [15:0] din,
    output wire dout
);
    localparam  mid_val = (1 << (dac_bw - 1)) + (1 << (osr + 2));
    localparam  bw_extra = 2;
    localparam  bw_total = dac_bw + bw_extra;
    reg  dout_r = 1'b0;
    reg  dac_dout = 1'b0;
    reg signed [bw_total - 1 : 0] DAC_ACC1 = 0;
    wire signed [bw_total - 1 : 0] max_val = mid_val;
    wire signed [bw_total - 1 : 0] min_val = -mid_val;
    wire signed [bw_total - 1 : 0] dac_val = (!dout_r) ? max_val : min_val;
    wire signed [bw_total - 1 : 0] in_ext = {{bw_extra{din[dac_bw - 1]}} , din};
    wire signed [bw_total - 1 : 0] delta_s0_c0 = in_ext + dac_val;
    wire signed [bw_total - 1 : 0] delta_s0_c1 = DAC_ACC1 + delta_s0_c0;
    always@(posedge clk)
    begin
        DAC_ACC1 <= delta_s0_c1;
    end
    localparam  bw_total2 = bw_total + osr;
    reg signed  [bw_total2 - 1 : 0] DAC_ACC2 = 0;
    wire signed [bw_total2 - 1 : 0] max_val2 = mid_val;
    wire signed [bw_total2 - 1 : 0] min_val2 = -mid_val;
    wire signed [bw_total2 - 1 : 0] dac_val2 = (!dout_r) ? max_val2 : min_val2;
    wire signed [bw_total2 - 1 : 0] in_ext2 = {{osr{delta_s0_c1[bw_total - 1]}} , delta_s0_c1};
    wire signed [bw_total2 - 1 : 0] delta_s1_c0 = in_ext2 + dac_val2;
    wire signed [bw_total2 - 1 : 0] delta_s1_c1 = DAC_ACC2 + delta_s1_c0;
    always@(posedge clk)
    begin
        DAC_ACC2 <= delta_s1_c1;
    end
    always@(posedge clk)
    begin
        dout_r   <= delta_s1_c1[bw_total2 - 1];
        dac_dout <= ~dout_r;
    end
    assign dout = dout_r;
endmodule
`timescale 1ns / 1ps
module signed_mult(a , b , out);
    output [31:0] out;
    input signed [31:0] a;
    input signed [31:0] b;
    wire signed [63:0] mult_out;
    assign mult_out = a*b;
    assign out  = {mult_out[63] , mult_out[55:25]};
endmodule
```
`flow/run.sh`:
```
#!/bin/bash
# OpenROAD 26Q1-2900-gdf79404cd8, Yosys 0.63+post, stock flow scripts
make -C /OpenROAD-flow-scripts/flow DESIGN_CONFIG=/design/flow/config.mk WORK_HOME=/design/flow/orfs finish
```
==> results_slide.txt <==
Physical Implementation Snapshot

Outcome
  – Status: completed

Drt
  – DR WL/cell: 19.7 µm
  – DRT antenna net count: 0
  – Post-route DRC: 0
  – Initial drt markers: 2264
  – Pre-antenna DRT Iters: 5
  – Vias: 55762
  – Vias per cell: 5.25
  – Post-Route WL: 209 mm

Pwr
  – Int Power: 0.984 mW
  – Pwr Density: 15.7 nW/µm²
  – Net Sw Frac: 24.6%
  – Sequential fraction of design power: 48.7%
  – Peak supply drop: 158 µV
  – Sw Pwr: 0.321 mW
  – Leak: 41.1 nW
  – Clk pwr share: 51.3%
  – Combinational power share: 0%

Min path
  – Hold path start: DSA13.DAC_ACC2[0]
  – WHS Endpoint: DSA13.DAC_ACC2[0]
  – Worst min-delay path category: flop to flop
  – Hold Path Cell Cnt: 1

Floorplanning
  – Num ports: 4
  – FP Core Util: 50.4%
  – Die footprint: 161000 µm²
  – # rows: 146
  – Die height: 402 µm
  – Die Wd: 402 µm
  – Placeable Area: 159000 µm²

Yosys
  – Synth Area in Adders: 59.3%
  – Count of library flops with an enable pin: 1
  – Library cells used by synthesis: 86
  – Simple share: 13.0%
  – XOR/XNOR Fraction of Synth Area: 4.36%
  – Yosys warning tally: 3
  – Post-Synthesis Cells: 8672
  – Dominant comb cell: adder cells
  – Mapped Area: 79900 µm²
  – Dominant register cell: dfxtp_1
  – Compound Share, Synth: 5.68%
  – Ys flops: 248
  – Seq share, synth: 6.23%
  – Mean Syn Cell Area: 9.21 µm²
  – Share of flip-flops with an asynchronous set or reset: 0%
  – # Cells Yosys: 8672
  – Synth mux share: 0.0251%
  – Chip Area, Yosys: 79900 µm²

Final timing
  – Register pins left without a clock: 95
  – Worst-margin pin slew: 0.931 ns
  – Endpoints failing hold: 0
  – RSZ-0062 raised after global routing: no
  – Clock skew: 0.0123 ns
  – Worst hold slack: 0.455 ns
  – Fin crit period: 5.77 ns
  – Rel. slew slack: 37.9%
  – Final setup viols: 0
  – Setup TNS: 0 ns
  – Slew Viols, Final: 0
  – Period Utilization, post-route: 60.1%
  – Final WS setup: 3.83 ns
  – Peak Freq: 173 MHz
  – Endpoints left unconstrained: 95

Setup path
  – Worst Reg-to-Reg Cells: 25
  – Flop-to-flop setup slack: 3.83 ns
  – Startpoint types: flop
  – Crit path launch: DSA11.DAC_ACC1[1]
  – Max FO, Critical Path: 5
  – Crit. End Element: flop
  – Setup CP Type: flop to flop
  – Crit path DAT: 6.16 ns
  – Critical Path RT: 9.99 ns
  – Reg-to-reg endpoint: DSA11.DAC_ACC2[22]
  – Worst reg2reg startpoint: DSA11.DAC_ACC1[1]

GRT
  – Largest net degree at the start of global routing: 64
  – Initial antenna violation count: 9
  – First-pass GRT wire length: 338 mm
  – Grt ovf: 0
  – Vias in the first global route: 59747
  – Gr usage total: 29.4%

Place
  – Worst slack at placement: 3.91 ns
  – Hpwl dp: 161 mm
  – RD Place Congestion: 0.962
  – Port Buf Inserts: 3

Clock network
  – Worst-Skew Late Latency: 0.46 ns
  – TritonCTS buffer count: 17
  – TritonCTS clock tree: built
  – Maximum clock path buffer count: 2
  – PostCTS Resize Cnt: 0
  – H-tree Lvls: 4
  – Hold buffer count at cts: 0
  – Setup repair bufs after CTS: 0
  – Clock Root Buffer: clkbuf_16
  – Clock transition at path regs: 0.07 ns

Layout
  – Comb area: 66100 µm²
  – Fillers: 14274
  – Syn-to-layout area delta: 4.17%
  – Seq. cell area: 5000 µm²
  – Share of cells above drive strength 1: 3.13%

Run
  – Number of OpenROAD warnings: 59
  – Max cap viols: 0
==> cell type report <==
type	instances	area share [%]
tap	2072	3.11
clock buffer	18	0.528
clock inverter	14	0.152
inverter	2130	9.61
antenna	2	0.00601
timing repair buffer	132	1.20
sequential	248	6.01
multi-input combinational	6009	79.4
==> stage by stage <==
stage	util, %	power, mW	cell area, µm²	instances
2_1_floorplan	-	0.650	79900	8672
3_3_place_gp	52.1	0.650	82700	10591
3_5_place_dp	52.1	0.650	82700	10591
4_1_cts	52.5	1.33	83200	10623
5_1_grt	52.5	1.36	83200	10623
6_report	52.5	1.30	83200	10625
==> how the worst max path moves through the flow <==
stage	end	slack, ns	depth (start not counted)
4_1_cts	DSA11.DAC_ACC2[22]	3.86	25
5_1_grt	DSA11.DAC_ACC2[22]	3.25	25
6_report	DSA11.DAC_ACC2[22]	3.83	25
==> power by group through the flow <==
stage	combinational, mW	sequential [mW]	clock (mW)
after global routing	0.0000388	0.634	0.722
final	0.0000388	0.635	0.669
after CTS	0.0000388	0.635	0.700
==> layout by cell type, fill, tap and decap left out, types with 35 or more instances in the layout <==
cell type and instances:
inv_1 2106, nand2_1 969, nand3_1 70, buf_4 129, a21o_1 93, and3_1 35
xnor2_1 269, nor2b_1 44, fa_1 1844, a21oi_1 212, dfxtp_1 223, nor3_1 79
nand4_1 35, and2_1 460, nand2b_1 50, o21a_1 52, o21ai_0 110, nor2_1 429
xor2_1 96, ha_1 839
==> synthesized netlist by cell type, drive strengths merged, types with 97 or more instances <==
library cell  count  share of area, %
nor2            429               2.0
xnor2           297               3.3
o21ai           116              0.74
and2            461               3.6
dfxtp           247               6.2
inv            2109               9.9
nand2           969               4.6
xor2             97               1.1
fa             1844                46
a21oi           215               1.4
ha              839                13
clkbuf          272               1.3
==> metal layers <==
metal  global-route usage, %  part of all wire [%]  wire (µm)  vias to the layer above
met5                   0.178                 0.058        122                        -
met4                    9.29                   4.5       9480                       16
met3                    12.4                    11      22600                      413
met2                    45.5                    47      99100                     1947
met1                    39.3                    37      78000                    27837
li1                        -                     -          -                    25549
==> flip-flops by register name, indices dropped and copies added (netlist names) <==
name / count
DSA11.dout_r: 1
clock.clockout: 1
L1.y: 32
DSA13.dout_r: 1
DSA12.DAC_ACC2: 23
L1.x: 31
DSA11.DAC_ACC2: 23
DSA11.DAC_ACC1: 18
clock.counter: 26
DSA12.dout_r: 1
DSA13.DAC_ACC2: 23
DSA13.DAC_ACC1: 18
L1.z: 32
DSA12.DAC_ACC1: 18
==> cell families (layout without fill, tap and decap cells) <==
group | count (synthesis) | count (layout)
adders and majority gates | 2683 | 2683
buffers and inverters | 2415 | 2294
and+or+nand+nor | 2242 | 2242
AOI/OAI and AO/OA | 687 | 687
xor gates and xnor gates | 395 | 395
DFF | 248 | 248
muxes | 2 | 2
other | 0 | 2
==> worst max-delay path, cell delays in order (launching register included) <==
cell	delay, ns
dfxtp_1	0.30
ha_1	0.26
ha_1	0.17
inv_1	0.07
fa_1	0.45
nor2b_1	0.12
o21ai_0	0.10
a21boi_0	0.27
o21ai_0	0.16
a21boi_0	0.36
o21ai_0	0.14
nand2b_1	0.11
xor2_1	0.19
inv_1	0.07
fa_1	0.48
inv_1	0.04
ha_1	0.33
and2_1	0.19
a31o_2	0.21
a31oi_1	0.19
a21oi_1	0.16
a41o_1	0.30
o41ai_1	0.42
o21ai_0	0.23
o211ai_1	0.24
xnor2_1	0.13
No activity file was given, so power comes from the tool's default toggle rates.
